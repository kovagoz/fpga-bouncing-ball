==> design.v <==
module Vga(
  input  i_Clk,
  input  i_Video,
  output o_HSync,
  output o_VSync,
  output o_HBlank,
  output o_VBlank,
  output o_HReset,
  output o_VReset,
  output o_Video);
  parameter p_HPOS = 1;
  parameter p_VPOS = 1;
  reg [9:0] x  = p_HPOS;
  reg [9:0] y  = p_VPOS;
  reg       rx = 0;
  reg       ry = 0;
  reg       bx = 0;
  reg       by = 0;
  always @(posedge i_Clk) begin
    if (x == 640 + 16 + 1   + 96 - 1   + 48)
      x <= 1;
    else
      x <= x + 1;
  end
  always @(negedge i_Clk) begin
    rx <= x == 640 + 16 + 1   + 96 - 1   + 48 - 1;
    bx <= x >= 640 && x < 640 + 16 + 1   + 96 - 1   + 48;
  end
  always @(posedge i_Clk) begin
    if (o_HReset) begin
      if (y == 480 + 10 + 1   + 2 - 1   + 33)
        y <= 1;
      else
        y <= y + 1;
    end
  end
  always @(negedge i_Clk) begin
    ry <= y == 480 + 10 + 1   + 2 - 1   + 33 && x == 640 + 16 + 1   + 96 - 1   + 48 - 1;
    by <= y > 480 && y <= 480 + 10 + 1   + 2 - 1   + 33;
  end
  assign o_HSync = (x < 640 + 16 + 1) || (x > 640 + 16 + 1   + 96 - 1);
  assign o_VSync = (y < 480 + 10 + 1) || (y > 480 + 10 + 1   + 2 - 1);
  assign o_HBlank = bx;
  assign o_VBlank = by;
  assign o_HReset = rx;
  assign o_VReset = ry;
  assign o_Video = (x <= 640 && y <= 480 && i_Video);
endmodule
module Ball(
  input  i_Clk,
  input  i_HBlank,
  input  i_VBlank,
  input  i_HReset,
  input  i_VReset,
  input  i_XDir,
  output o_Video);
  parameter p_STARTX = 640 / 2 - 10 / 2 + 1;
  parameter p_STARTY = 480 / 2 - 10 / 2 + 1;
  reg [9:0] x = 640 - (10 - 1) - (p_STARTX - 1);
  reg [8:0] y = 480 - (10 - 1) - (p_STARTY - 1);
  reg ydir = 1;
  always @(posedge i_Clk) begin
    if (~i_HBlank || i_VReset) begin
      if (i_VReset && i_XDir) begin
        if (x == 1)
          x <= 640;
        else
          x <= x - 1;
      end else if (x == 640)
        x <= 1;
      else
        x <= x + 1;
    end
  end
  always @(posedge i_Clk) begin
    if (~i_VBlank && i_HReset || i_VReset) begin
      if (i_VReset && ydir) begin
        if (y == 1)
          y <= 480;
        else
          y <= y - 1;
      end else if (y == 480)
        y <= 1;
      else
        y <= y + 1;
    end
  end
  always @(posedge i_Clk) begin
    if (i_VBlank) begin
      if (ydir == 1 && y == 1)
        ydir <= 0;
      if (ydir == 0 && y == 480 - 10 + 1)
        ydir <= 1;
    end
  end
  assign o_Video = x <= 640 && x > 640 - 10
                && y <= 480 && y > 480 - 10;
endmodule
module HitDetector(
  input  i_Clk,
  input  i_HReset,
  input  i_HBlank,
  input  i_Ball,
  output o_XDir);
  reg       xdir = 0;
  reg [9:0] dx   = 0;  
  always @(posedge i_Clk) begin
    if (i_HReset)
      dx <= 0;
    if (~i_HBlank)
      dx <= dx + 1;
  end
  always @(negedge i_Clk) begin
    if (i_Ball) begin
      if (xdir == 0 && dx == 1)
        xdir <= 1;
      if (xdir == 1 && dx == 640)
        xdir <= 0;
    end
  end
  assign o_XDir = xdir;
endmodule
module Main(
  input i_Clk,
  output o_VGA_HSync,
  output o_VGA_VSync,
  output o_VGA_Red_0,
  output o_VGA_Red_1,
  output o_VGA_Red_2,
  output o_VGA_Grn_0,
  output o_VGA_Grn_1,
  output o_VGA_Grn_2,
  output o_VGA_Blu_0,
  output o_VGA_Blu_1,
  output o_VGA_Blu_2);
  wire w_HBlank, w_VBlank;
  wire w_HReset, w_VReset;
  wire w_Video, w_Video_Ball;
  wire w_XDir;
  Vga vga(
    .i_Clk(i_Clk),
    .i_Video(w_Video_Ball),
    .o_HSync(o_VGA_HSync),
    .o_VSync(o_VGA_VSync),
    .o_HBlank(w_HBlank),
    .o_VBlank(w_VBlank),
    .o_HReset(w_HReset),
    .o_VReset(w_VReset),
    .o_Video(w_Video)
  );
  Ball ball(
    .i_Clk(i_Clk),
    .i_HBlank(w_HBlank),
    .i_VBlank(w_VBlank),
    .i_HReset(w_HReset),
    .i_VReset(w_VReset),
    .i_XDir(w_XDir),
    .o_Video(w_Video_Ball)
  );
  HitDetector hit(
    .i_Clk(i_Clk),
    .i_HReset(w_HReset),
    .i_HBlank(w_HBlank),
    .i_Ball(w_Video_Ball),
    .o_XDir(w_XDir)
  );
  assign o_VGA_Red_0 = w_Video;
  assign o_VGA_Red_1 = w_Video;
  assign o_VGA_Red_2 = w_Video;
  assign o_VGA_Grn_0 = w_Video;
  assign o_VGA_Grn_1 = w_Video;
  assign o_VGA_Grn_2 = w_Video;
  assign o_VGA_Blu_0 = w_Video;
  assign o_VGA_Blu_1 = w_Video;
  assign o_VGA_Blu_2 = w_Video;
endmodule
==> run.sh <==
#!/bin/bash
# OpenROAD 26Q1-2900-gdf79404cd8, Yosys 0.63+post, stock flow scripts
make -C /OpenROAD-flow-scripts/flow DESIGN_CONFIG=/design/flow/config.mk WORK_HOME=/design/flow/orfs finish
==> config.mk <==
export PLATFORM = sky130hd
export DESIGN_NAME = Main
export DESIGN_NICKNAME = Main
export VERILOG_FILES = /design/flow/design.v
export SDC_FILE = /design/flow/constraint.sdc
export NUM_CORES = 4
export LEC_CHECK = 1
export CORE_UTILIZATION = 50
==> constraint.sdc <==
current_design Main

set clk_period 3.4
set clk_io_pct 0.2

create_clock -name clk0 -period $clk_period [get_ports {i_Clk}]

set non_clock_inputs [all_inputs -no_clocks]
set_input_delay [expr $clk_period * $clk_io_pct] -clock clk0 $non_clock_inputs
set_output_delay [expr $clk_period * $clk_io_pct] -clock clk0 [all_outputs]
==> results.sh <==
# source this file to load flow results
export IMPL_synth_cell_types=62
export IMPL_core_um2=6940
export IMPL_cts_root_buf="clkbuf_8"
export IMPL_syn_cell_area_um2=3670
export IMPL_gr_total_overflow=0
export IMPL_crit_buf_inv=1
export IMPL_yosysChipArea_um2=3670
export IMPL_io_buffer_count=11
export IMPL_synthAdderAreaFrac_pct=6.13
export IMPL_cts_buffers=5
export IMPL_top_logic_kind="simple AND/OR/NAND/NOR gates"
export IMPL_hold_violations=0
export IMPL_lay_top_cells="edfxtp_1, nor2_1, buf_4, inv_1, nand2_1"
export IMPL_ant_nets=0
export IMPL_crit_family="AND-OR/OR-AND gates"
export IMPL_cts_num_sinks=55
export IMPL_die_area_um2=7700
export IMPL_leakagePower_uw=0.00163
export IMPL_endpoint_kind="flop"
export IMPL_startpoint_type="flop"
export IMPL_fin_area_um2=4210
export IMPL_rsz0062_at_grt="true"
export IMPL_vdd_drop_max_v=0.000231
export IMPL_final_util_pct=60.6
export IMPL_worstMarginPinSlew_ps=627
export IMPL_initial_core_util_pct=52.9
export IMPL_min_path_cells=1
export IMPL_clockBufferDepth=2
export IMPL_crit_type="reg -> reg"
export IMPL_cts_reportedPaths_clkPinSlew_ps=100
export IMPL_p_per_area_nw_per_um2=280
export IMPL_grt_pass1_vias=2626
export IMPL_ys_seq_share_pct=41.1
export IMPL_synthCells=395
export IMPL_yosys_most_used_dff="edfxtp_1"
export IMPL_pin_count=12
export IMPL_routed_wl_mm=7.10
export IMPL_r2r_end="hit.xdir"
export IMPL_min_from="vga.x[0]"
export IMPL_arrival_ps=1730
export IMPL_vias=2916
export IMPL_fp_dieW_um=87.7
export IMPL_tritoncts="done"
export IMPL_mux_area_share_pct=0.885
export IMPL_hp_class="reg -> reg"
export IMPL_fp_row_count=30
export IMPL_power_total_uw=1180
export IMPL_synthToLayoutAreaGrowth_pct=14.5
export IMPL_r2r_start="ball.x[0]"
export IMPL_ys_sh_aoi_pct=14.8
export IMPL_status="complete, no violations"
export IMPL_holdBufCountCts=0
export IMPL_place_gp_congestion=0.878
export IMPL_antenna_found_initial=0
export IMPL_grt_pass1_wl_mm=12.1
export IMPL_drive_gt1_share_pct=15.8
export IMPL_first_pass_iters=4
export IMPL_r2r_slack_ps=30
export IMPL_final_common_cell="edfxtp_1"
export IMPL_edf_count=41
export IMPL_drt_iter0_drc=106
export IMPL_grt_usage_pct=20.8
export IMPL_num_antenna_cells=0
export IMPL_maxSlewHeadroom_pct=57.8
export IMPL_drv_slew=0
export IMPL_worst_path_max_fanout=3
export IMPL_reg2reg_depth=6
export IMPL_dieHeight_um=87.7
export IMPL_critical_path_required_ps=1770
export IMPL_grt_start_max_net_pins=18
export IMPL_post_drt_wl_per_cell_um=13.7
export IMPL_crit_slowest_cell="edfxtp_1"
export IMPL_cp_cell_sequence="inv_1 > ha_2 > nand3b_1 > a2111oi_4 > o221ai_2 > nor2_1"
export IMPL_yosys_area_share_xor_xnor_pct=5.48
export IMPL_setup_viol=0
export IMPL_drc=0
export IMPL_syn_avg_cell_area_um2=9.30
export IMPL_worstSkewPairLatency_ps=360
export IMPL_yosys_cells=395
export IMPL_min_to="vga.x[0]"
export IMPL_placed_area_um2=4000
export IMPL_htreeDepth=2
export IMPL_fin_skew_ps=55.3
export IMPL_synth_flops=55
export IMPL_drv_cap=0
export IMPL_synth_async_reset_ratio_pct=0
export IMPL_dp_final_hpwl_mm=5.06
export IMPL_tool_warnings=46
export IMPL_max_stage_delay_ps=390
export IMPL_ys_warn_count=3
export IMPL_drt_vias_per_instance=5.62
export IMPL_simple_gate_share_pct=24.7
[metal layers]
metal	GRT usage, %	routed length, µm	up-vias
met2	30.5	3090	65
met5	0	0	-
met4	2.68	99	0
li1	-	-	1509
met1	35.7	3620	1334
met3	3.05	291	8
[through the flow]
step | setup WS [ps] | cells | hold WS, ps | setup TNS (ps)
finish | 34.8 | 519 | 456 | 0
global route | -33.6 | 519 | 496 | -33.6
CTS | -18.8 | 519 | 463 | -18.8
detailed placement | -127 | 503 | 434 | -127
global placement | -75.4 | 503 | 437 | -75.4
floorplan | -90.1 | 395 | 409 | -90.1
[flip-flops by register name, summed over array words and instances (netlist names)]
signal / count
vga.ry: 1
vga.y: 10
hit.dx: 10
ball.y: 9
ball.x: 10
ball.ydir: 1
vga.by: 1
vga.bx: 1
vga.rx: 1
hit.xdir: 1
vga.x: 10
[Yosys cell counts, types with 4 or more instances]
cell / number / area share, %
nand2_1: 24 / 2.5
a31oi_1: 6 / 1.0
nor4_1: 7 / 1.2
edfxtp_1: 41 / 34
or4_1: 4 / 0.82
nor3_1: 13 / 1.8
and3_1: 5 / 0.85
a21oi_1: 13 / 1.8
or3_1: 9 / 1.5
buf_4: 9 / 1.8
nor2b_1: 4 / 0.68
o21ai_0: 15 / 2.0
clkbuf_1: 18 / 1.8
nand2b_1: 6 / 1.0
nand4_1: 9 / 1.5
inv_1: 25 / 2.6
xnor2_1: 16 / 3.8
and2_1: 6 / 1.0
nor2_1: 36 / 3.7
ha_1: 18 / 6.1
nand3_1: 22 / 3.0
o21a_1: 4 / 0.82
xor2_1: 7 / 1.7
dfxtp_1: 14 / 7.6
nor4b_1: 4 / 0.95
[power breakdown]
part | internal [µW] | total (µW) | switching [µW]
Sequential | 711 | 711 | 0
Combinational | 0 | 0.000957 | 0
Clock | 228 | 469 | 241
[worst max-delay path by stage]
stage	depth (start not counted)	to	start	slack, ps
5_1_grt	5	hit.xdir	ball.x[1]	-30
4_1_cts	4	hit.xdir	ball.x[0]	-20
6_report	6	hit.xdir	ball.x[0]	30
[area by class of cell]
type | count | area, µm²
clock buffers | 5 | 68.8
clock inverters | 8 | 62.6
fillers | 589 | 2740
inverters | 24 | 90.1
multi-input cells | 284 | 1980
flip-flops and latches | 55 | 1510
well taps | 96 | 120
repair buffers | 47 | 374
[logic make-up after synthesis]
kind of cell | after synthesis
xor gates and xnor gates | 23
adders and majority gates | 18
muxes | 3
AOI/OAI and AO/OA | 74
DFF | 55
and+or+nand+nor | 166
buffers and inverters | 56
[timing repair]
item,4_1_cts,5_1_grt
endpoints found under the hold margin,0,0
pin swaps,3,1
gates resized,14,9
setup buffers,3,0
cloned,1,0
setup endpoints to repair,10,8
